==> ./design.v <==
module RSA (
    input           clk,
    input           rst_n,
    input           i_valid,
    output          ack,
    input   [15:0]  Mi,
    output          o_valid,
    output  [15:0]  Mo
);
parameter S_IDLE    = 3'd0;
parameter S_DELAY   = 3'd1;
parameter S_READ    = 3'd2;
parameter S_MP      = 3'd3;
parameter S_DECRYPT = 3'd4;
parameter S_PROC    = 3'd5;
parameter S_ENCRYPT = 3'd6;
parameter S_DONE    = 3'd7;
parameter N         = 16'd52961;
parameter kd        = 4'd11;
reg         [2:0]       state_r, state_w;
reg         [3:0]       counter;
reg         [7:0]       ke;
reg         [15:0]      t, m;
reg  signed [12:0]      Register;
reg                     set, enc;
reg         [15:0]      mp_in;
wire                    mp_start, mp_fin;
wire        [15:0]      mp_result;
reg                     ma0_start, ma1_start;
wire                    ma0_fin, ma1_fin;
wire        [15:0]      ma0_result, ma1_result;
wire signed [11:0]      add_sub_result;
assign ack = (state_w == S_READ && i_valid);
assign mp_start = (state_w == S_MP && ((state_r == S_READ) || (state_r == S_DELAY && enc)));
assign add_sub_result = (m[12]) ? (Register + m[9:0]) : (Register - m[9:0]);
assign o_valid = (state_r == S_DONE);
assign Mo = m;
Modulo_Product MP (.clk(clk), .rst_n(rst_n), .i_valid(mp_start), .b(mp_in), .o_valid(mp_fin), .result(mp_result));
Montgomery_Algorithm MA0 (.clk(clk), .rst_n(rst_n), .i_valid(ma0_start), .a(m), .b(t), .o_valid(ma0_fin), .result(ma0_result));
Montgomery_Algorithm MA1 (.clk(clk), .rst_n(rst_n), .i_valid(ma1_start), .a(t), .b(t), .o_valid(ma1_fin), .result(ma1_result));
always @(*) begin
    case(state_r)
        S_IDLE:     state_w = S_DELAY;
        S_DELAY:    state_w = (enc) ? S_MP : (i_valid) ? S_READ : S_DELAY;
        S_READ:     state_w = S_MP;
        S_MP:       state_w = (mp_fin) ? (enc) ? S_ENCRYPT : S_DECRYPT : S_MP;
        S_DECRYPT:  state_w = (counter == 4'd3 && ma1_fin) ? S_PROC : S_DECRYPT;
        S_PROC:     state_w = S_DELAY;
        S_ENCRYPT:  state_w = (counter == 4'd7 && ma1_fin) ? S_DONE : S_ENCRYPT;
        S_DONE:     state_w = S_DELAY;
        default:    state_w = state_r;
    endcase
end
always @(posedge clk or negedge rst_n) begin
    if (!rst_n) state_r <= S_IDLE;
    else state_r <= state_w;
end
always@ (posedge clk or negedge rst_n) begin
    if (!rst_n) begin
        m <= 16'd0;
        t <= 16'd0;
    end
    else if (state_w == S_READ && i_valid) begin
        mp_in <= Mi;
        m <= 16'd0;
        t <= 16'd0;
    end
    else if (state_r == S_PROC && state_w == S_DELAY) begin
        mp_in <= Register;
        m <= (enc)? 16'd0 : m;
        t <= (enc)? 16'd0 : t;
    end
    else if (state_r == S_MP && mp_fin) begin
        m <= 16'd1;
        t <= mp_result;
    end
    else if (state_r == S_DECRYPT || state_r == S_ENCRYPT) begin
        m <= (ma0_fin) ? ma0_result : m;
        t <= (ma1_fin) ? ma1_result : t;
    end
    else begin
        m <= m;
        t <= t;
    end
end
always @(posedge clk or negedge rst_n) begin
    if (!rst_n) counter <= 4'd0;
    else if (state_r == S_DECRYPT || state_r == S_ENCRYPT) begin
        counter <= (ma1_fin) ? counter + 1 : counter;
    end
    else if (state_r == S_MP && mp_fin) counter <= 4'd0;
    else counter <= counter;
end
always @(posedge clk or negedge rst_n) begin
    if (!rst_n) begin
        ma0_start <= 0;
        ma1_start <= 0;
    end
    else if (state_r == S_MP && mp_fin) begin
        ma0_start <= (enc) ? ke[0] : kd[0];
        ma1_start <= 1;
    end
    else if (state_r == S_DECRYPT) begin
        ma0_start <= (kd[counter + 1] && ma1_fin && state_w == S_DECRYPT)?  1 : 0;
        ma1_start <= (ma1_fin && state_w == S_DECRYPT)? 1 : 0;
    end
    else if (state_r == S_ENCRYPT) begin
        ma0_start <= (ke[counter + 1] && ma1_fin && state_w == S_ENCRYPT)?  1 : 0;
        ma1_start <= (ma1_fin && state_w == S_ENCRYPT)? 1 : 0;
    end
    else begin
        ma0_start <= 0;
        ma1_start <= 0;
    end
end
always @(posedge clk or negedge rst_n) begin
    if (!rst_n) begin
        Register <= 12'd0;
        set <= 0;
        ke <= 8'd0;
        enc <= 0;
    end
    else if (state_r == S_PROC) begin
        if (set) begin
            Register <= m;
            set <= 0;
            ke <= ke;
            enc <= enc;
        end
        else begin
            case(m[15:10])
                6'b000001: Register <= 12'd0;
                6'b000010: set <= 1;
                6'b000100: Register <= (add_sub_result[11] && !Register[11]) ? 12'h7ff : add_sub_result;
                6'b001000: Register <= (!add_sub_result[11] && Register[11]) ? 12'h800 : add_sub_result;
                6'b010000: ke <= m[7:0];
                6'b100000: enc <= 1;
                default: begin
                    Register <= Register;
                    set <= set;
                    ke <= ke;
                    enc <= enc;
                end
            endcase
        end
    end
    else begin
        Register <= Register;
        set <= set;
        ke <= ke;
        enc <= (state_r == S_DONE) ? 0 : enc;
    end
end
endmodule
module Modulo_Product (
    input           clk,
    input           rst_n,
    input           i_valid,
    input   [15:0]  b,
    output          o_valid,
    output  [15:0]  result
);
parameter S_IDLE    = 2'd0;
parameter S_PROC    = 2'd1;
parameter S_DONE    = 2'd2;
parameter N         = 16'd52961;
reg [2:0] state_r, state_w;
reg [4:0] counter;
reg [15:0] m, t;
assign o_valid = (state_r == S_DONE);
assign result = m;
always @(*) begin
    case(state_r)
        S_IDLE:     state_w = (i_valid) ? S_PROC : S_IDLE;
        S_PROC:     state_w = (counter == 5'd16) ? S_DONE : S_PROC;
        S_DONE:     state_w = S_IDLE;
        default:    state_w = state_r;
    endcase
end
always @(posedge clk or negedge rst_n) begin
    if (!rst_n) state_r <= S_IDLE;
    else state_r <= state_w;
end
always @(posedge clk or negedge rst_n) begin
    if (!rst_n) begin
        m <= 16'd0;
        t <= 16'd0;
        counter <= 5'd0;
    end
    else if (state_r == S_PROC) begin
        if (counter == 5'd16) m <= (m + t >= N) ? m + t - N : m + t;
        else m <= m;
        t <= ({t, 1'b0} >= N) ? {t, 1'b0} - N : {t, 1'b0};
        counter <= counter + 1;
    end
    else begin
        m <= (i_valid) ? 16'd0 : m;
        t <= (i_valid) ? b : t;
        counter <= (i_valid) ? 5'd0 : counter;
    end
end
endmodule
module Montgomery_Algorithm (
    input           clk,
    input           rst_n,
    input           i_valid,
    input   [15:0]  a,
    input   [15:0]  b,
    output          o_valid,
    output  [15:0]  result
);
parameter S_IDLE    = 2'd0;
parameter S_PROC    = 2'd1;
parameter S_DONE    = 2'd2;
parameter N         = 16'd52961;
reg [1:0] state_r, state_w;
reg [3:0] counter;
reg [17:0] m;
wire [17:0] tmp;
assign tmp = m + b;
assign o_valid = (state_r == S_DONE);
assign result = (m >= N) ? m - N : m;
always @(*) begin
    case(state_r)
        S_IDLE:     state_w = (i_valid) ? S_PROC : S_IDLE;
        S_PROC:     state_w = (counter == 4'd15) ? S_DONE : S_PROC;
        S_DONE:     state_w = S_IDLE;
        default:    state_w = state_r;
    endcase
end
always @(posedge clk or negedge rst_n) begin
    if (!rst_n) state_r <= S_IDLE;
    else state_r <= state_w;
end
always @(posedge clk or negedge rst_n) begin
    if (!rst_n) begin
        counter <= 4'd0;
        m <= 18'd0;
    end
    else if (state_r == S_PROC) begin
        if (a[counter]) m <= (tmp[0]) ? (tmp + N) >> 1 : tmp >> 1;
        else m <= (m[0]) ? (m + N) >> 1 : m >> 1;
        counter <= counter + 1;
    end
    else begin
        m <= (i_valid) ? 18'd0 : m;
        counter <= (i_valid) ? 4'd0 : counter;
    end
end
endmodule
==> ./run.sh <==
#!/bin/bash
# OpenROAD 26Q1-2900-gdf79404cd8, Yosys 0.63+post, stock flow scripts
make -C /OpenROAD-flow-scripts/flow DESIGN_CONFIG=/design/flow/config.mk WORK_HOME=/design/flow/orfs finish
==> ./config.mk <==
export PLATFORM = sky130hd
export DESIGN_NAME = RSA
export DESIGN_NICKNAME = RSA
export VERILOG_FILES = /design/flow/design.v
export SDC_FILE = /design/flow/constraint.sdc
export NUM_CORES = 4
export LEC_CHECK = 1
export CORE_UTILIZATION = 50
==> ./constraint.sdc <==
current_design RSA

set clk_period 6.3
set clk_io_pct 0.2

create_clock -name clk0 -period $clk_period [get_ports {clk}]

set non_clock_inputs [all_inputs -no_clocks]
set_input_delay [expr $clk_period * $clk_io_pct] -clock clk0 $non_clock_inputs
set_output_delay [expr $clk_period * $clk_io_pct] -clock clk0 [all_outputs]
==> flow_summary.yaml <==
# implementation run metrics
status:
  status: "finished clean"
final_timing:
  setup_ws_ns: 1.82
  skew_ns: 0.0103
  tightest_slew_ns: 0.873
  fin_setup_tns_ns: 0
  max_clock_freq_ghz: 0.223
  fin_crit_ns: 4.48
  timing.final.setup_violations: 0
  post-route-period-util_pct: 71.1
  slew_viol_final: 0
  hold_violations: 0
  rsz0062_at_grt: "no"
  hold_ws_ns: 0.466
  slew_headroom_pct: 41.0
synth:
  yosysWarnings: 3
  top_cell: "nand2_1"
  top_area_cell: "dfrtp_1"
  ys_types: 90
  ys.flops: 173
  edf_count: 16
  synth-main-ff-cell: "dfrtp_1"
  yosys-stat-area_mm2: 0.0139
  synthArstFlopShare_pct: 90.8
  synth_seq_share_pct: 31.7
  ys_cells: 1660
  ys_top_cells_by_area: "dfrtp_1, ha_1, xnor2_1"
  avgSynthCellArea_um2: 8.38
  synth_cells: 1660
  synth_top_area_share_pct: 27.5
  yosys-top-cells-count: "nand2_1, dfrtp_1, o21ai_0, nor2_1"
  synth_area_mm2: 0.0139
pwr:
  vdd_ir_drop_max_v: 0.000192
  power_mw: 2.82
  powerDensity_mw_per_mm2: 188
  power_leakage_nw: 6.49
floorplanning:
  core_mm2: 0.0271
  std_cell_rows: 60
  chipArea_mm2: 0.0285
  die_w_um: 169
  die_y_um: 169
  fp-utilization_pct: 51.3
  io_pins: 37
global_route:
  antenna_found_initial: 2
  grt_pass1_vias: 11305
  grt_usage_pct: 26.9
  grt_remaining_overflow: 0
  grt_pass1_wl_um: 59400
  grt_start_max_net_pins: 61
clock_network:
  cts_setup_buffers: 0
  clock_sinks: 173
  post_cts_resized: 0
  htree_levels: 4
  numCtsBuffers: 17
  clock_latency_ns: 0.43
  root_buffer: "clkbuf_16"
  cts-hold-fix-buffers: 0
  path_clk_slew_ns: 0.07
  ctsLongestPathBuffers: 2
  cts_tree: "done"
placed_design:
  place_area_mm2: 0.0144
  pre_cts_slack_ns: 1.82
  io_buffer_count: 36
  gp_congestion: 0.902
  dp_hpwl_um: 25600
flow_run:
  warnings: 31
  drv_cap: 0
drt:
  dr.pass1.iters: 5
  first_iter_violations: 780
  wl_per_cell_um: 17.6
  antenna_left: 0
  vias_per_cell: 5.84
  antenna_cells: 0
  vias: 11750
  wl_um: 35400
  drc: 0
finish:
  fill_cells: 2462
  register_area_mm2: 0.00441
  drive_gt1_share_pct: 7.31
  area_delta_synth_final_pct: 8.11
  finalInstanceArea_mm2: 0.0150
  logic_area_mm2: 0.00887
critical_path:
  critPathRequiredTime_ns: 5.04
  worstPathArrival_ns: 3.22
  crit_fanout: 5
  crit_type: "input pin to output port"
  critPathLaunchType: "input pin"
  r2r_start: "MA0.m[0]$_DFFE_PN0P_"
  cp-end-kind: "output port"
  crit_start: "i_valid"
min_path:
  hold_path_class: "flip-flop to flip-flop"
  min_from: "MA0.state_r[1]$_DFF_PN0_"
metal layers:
layer | part of all wire [%] | up-vias | track usage [%]
met3 | 5.4 | 28 | 4.86
li1 | - | 5904 | -
met1 | 47 | 5591 | 41.3
met4 | 1.4 | 0 | 2.96
met2 | 46 | 227 | 42.3
met5 | 0 | - | 0
stage by stage:
stage | utilization [%] | std cells
floorplan | - | 1660
global placement | 53.3 | 1981
detailed placement | 53.3 | 1981
CTS | 55.5 | 2013
global route | 55.5 | 2013
finish | 55.5 | 2013
layout by cell type (no fill, tap or decap), types with 44 or more instances in the layout:
master,count
nand2_1,204
dfrtp_1,153
o21ai_0,136
nor2_1,131
a21oi_1,91
xnor2_1,91
xor2_1,81
ha_1,75
inv_1,62
nor3_1,44
worst max-delay path: stages:
cell and delay [ns]:
clkdlybuf4s50_1 0.47, nor3b_1 0.05, or4_1 0.43, nor3_1 0.23, and3_1 0.29, clkdlybuf4s50_1 0.49
flip-flops by register name, summed over array words and instances, names as in the netlist, 3 cells and up:
signal / cells
mp_in: 16
m: 16
state_r: 8
counter: 4
MA1.counter: 4
MP.t: 16
t: 16
MA1.state_r: 3
MP.counter: 5
ke: 8
MA0.m: 17
MA0.counter: 4
MA1.m: 17
Register: 13
MP.state_r: 3
MP.m: 16
MA0.state_r: 3
kinds of logic (layout without fill, tap and decap cells):
group / count (synthesis) / in the layout / synth area share [%]
flops: 173 / 173 / 31.7
xor+xnor: 172 / 172 / 10.8
compound gates: 463 / 463 / 21.8
other cells: 1 / 1 / 0.0270
buf+inv: 162 / 143 / 4.52
mux: 46 / 46 / 4.51
simple gates: 564 / 564 / 19.2
fa+ha+maj: 79 / 79 / 7.32
layout make-up:
cell class | count | area share (%)
Multi-Input combinational cell | 1325 | 59.0
Clock buffer | 18 | 2.92
Timing Repair Buffer | 49 | 3.05
Tap cell | 372 | 3.10
Inverter | 62 | 1.55
Sequential cell | 173 | 29.4
Clock inverter | 14 | 1.06
report_power, final:
part / total, mW / switching, mW / internal [mW]
Combinational: 0.523 / 0.304 / 0.219
Clock: 1.08 / 0.477 / 0.605
Sequential: 1.22 / 0.0680 / 1.15
final timing paths:
kind | end | slack, ns | depth (start not counted)
setup / recovery | ack | 1.82 | 6
hold / removal | MA0.state_r[0]$_DFF_PN1_ | 0.47 | 1
setup reg to reg | MA0.m[15]$_DFFE_PN0P_ | 2.30 | 13
hold reg to reg | MA0.state_r[0]$_DFF_PN1_ | 0.47 | 1
max in group asynchronous | m[8]$_DFFE_PN0P_ | 3.76 | 3
min in group asynchronous | MP.counter[2]$_DFFE_PN0P_ | 0.79 | 1
No activity file was given, so power comes from the tool's default toggle rates.
